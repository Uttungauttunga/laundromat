===== flow/run.sh =====
#!/bin/bash
# OpenROAD 26Q1-2900-gdf79404cd8, Yosys 0.63+post, stock flow scripts
make -C /OpenROAD-flow-scripts/flow DESIGN_CONFIG=/design/flow/config.mk WORK_HOME=/design/flow/orfs finish

===== flow/config.mk =====
export PLATFORM = sky130hd
export DESIGN_NAME = washing_machine_controller
export DESIGN_NICKNAME = washing_machine_controller
export VERILOG_FILES = /design/flow/design.v
export SDC_FILE = /design/flow/constraint.sdc
export NUM_CORES = 4
export LEC_CHECK = 1
export CORE_AREA = 10 10 70 70
export DIE_AREA = 0 0 80 80

===== flow/constraint.sdc =====
current_design washing_machine_controller

set clk_period 1.8
set clk_io_pct 0.2

create_clock -name clk0 -period $clk_period [get_ports {clk}]

set non_clock_inputs [all_inputs -no_clocks]
set_input_delay [expr $clk_period * $clk_io_pct] -clock clk0 $non_clock_inputs
set_output_delay [expr $clk_period * $clk_io_pct] -clock clk0 [all_outputs]

===== flow/design.v =====
module washing_machine_controller (
    input clk,  
    input rst,  
    input start,  
    input cancel,  
    input lid_open,  
    input mode1,  
    input mode2,  
    input mode3,  
    output reg water_inlet,  
    output reg idle_op,  
    output reg ready_op,  
    output reg soak_op,  
    output reg wash_op,  
    output reg rinse_op,  
    output reg spin_op,  
    output reg coin_rtrn  
);
parameter IDLE = 3'b000;
parameter READY = 3'b001;
parameter SOAK = 3'b010;
parameter WASH = 3'b011;
parameter RINSE = 3'b100;
parameter SPIN = 3'b101;
reg [2:0] state, next_state;
always @ (posedge clk or posedge rst) begin
    if (rst) begin
        state <= IDLE;
    end else begin
        state <= next_state;
    end
end
always @ (*) begin
    case (state)
        IDLE: begin
            if (start) begin
                next_state = READY;
            end else begin
                next_state = IDLE;
            end
        end
        READY: begin
            if (cancel) begin
                coin_rtrn = 1'b1;
                next_state = IDLE;
            end else if (mode1) begin
                next_state = SOAK;
            end else if (mode2) begin
                next_state = WASH;
            end else if (mode3) begin
                next_state = RINSE;
            end else begin
                next_state = READY;
            end
        end
        SOAK: begin
            if (lid_open) begin
                next_state = IDLE;
            end else begin
                next_state = WASH;  
            end
        end
        WASH: begin
            next_state = RINSE;
        end
        RINSE: begin
            next_state = SPIN;
        end
        SPIN: begin
            next_state = IDLE;
        end
        default: next_state = IDLE;
    endcase
end
always @ (state) begin
    case (state)
        IDLE: begin
            idle_op = 1'b1;
            ready_op = 1'b0;
            soak_op = 1'b0;
            wash_op = 1'b0;
            rinse_op = 1'b0;
            spin_op = 1'b0;
            water_inlet = 1'b0;
            coin_rtrn = 1'b0;
        end
        READY: begin
            idle_op = 1'b0;
            ready_op = 1'b1;
            soak_op = 1'b0;
            wash_op = 1'b0;
            rinse_op = 1'b0;
            spin_op = 1'b0;
            water_inlet = 1'b0;
            coin_rtrn = 1'b0;
        end
        SOAK: begin
            idle_op = 1'b0;
            ready_op = 1'b0;
            soak_op = 1'b1;
            wash_op = 1'b0;
            rinse_op = 1'b0;
            spin_op = 1'b0;
            water_inlet = 1'b1;  
            coin_rtrn = 1'b0;
        end
        WASH: begin
            idle_op = 1'b0;
            ready_op = 1'b0;
            soak_op = 1'b0;
            wash_op = 1'b1;
            rinse_op = 1'b0;
            spin_op = 1'b0;
            water_inlet = 1'b0;
            coin_rtrn = 1'b0;
        end
        RINSE: begin
            idle_op = 1'b0;
            ready_op = 1'b0;
            soak_op = 1'b0;
            wash_op = 1'b0;
            rinse_op = 1'b1;
            spin_op = 1'b0;
            water_inlet = 1'b1;  
            coin_rtrn = 1'b0;
        end
        SPIN: begin
            idle_op = 1'b0;
            ready_op = 1'b0;
            soak_op = 1'b0;
            wash_op = 1'b0;
            rinse_op = 1'b0;
            spin_op = 1'b1;
            water_inlet = 1'b0;
            coin_rtrn = 1'b0;
        end
        default: begin
            idle_op = 1'b0;
            ready_op = 1'b0;
            soak_op = 1'b0;
            wash_op = 1'b0;
            rinse_op = 1'b0;
            spin_op = 1'b0;
            water_inlet = 1'b0;
            coin_rtrn = 1'b0;
        end
    endcase
end
endmodule

==> impl_metrics.yaml <==
# flow metrics
logic_synthesis:
  yosysSeqAreaShare_pct: 56.8
  synth.top_cells.by_area: "sky130_fd_sc_hd__dfrtp_1 (47%), sky130_fd_sc_hd__dfstp_2 (9.9%), sky130_fd_sc_hd__nor4b_4 (8.9%)"
  post-synth-top-area-cell: "sky130_fd_sc_hd__dfrtp_1"
  yosysCellCount: 24
  yosys-top-cells-count: "sky130_fd_sc_hd__dfrtp_1 (5), sky130_fd_sc_hd__inv_1 (5), sky130_fd_sc_hd__nand2b_1 (2)"
  yosys_most_used_dff: "sky130_fd_sc_hd__dfrtp_1"
  synth.yosys.chip_area_um2: 267
  synthArstFlopShare_pct: 100
  postSynthAreaPerCell_um2: 11.1
  synth_cell_type_count: 15
  netlist_area_um2: 267
  ff_latch_count_synth: 6
  ys_warn_count: 1
  enable_flop_cells: 0
  yosys.area.top_type_share_pct: 46.9
  post_synth_inst_count: 24
pwr:
  power.density_nw_per_um2: 723
  internal_power_uw: 280
  netSwitchingFraction_pct: 21.4
  clockPowerShare_pct: 36.9
  peakVddDrop_v: 0.000442
  seq_pwr_share_pct: 45.0
  power.share.combinational_pct: 18.1
  static-leakage-power_nw: 0.231
  totalPowerFinal_uw: 357
  power.net_switching_uw: 76.2
clock_network:
  cts_tree: "done"
  cts_buffers: 3
  clk-insertion-delay-late_ps: 240
  cts.htree.levels: 1
  register_clock_pin_slew_on_the_reported_worst_setup_and_hold_paths_ps: 50
  cts.root.buffer_cell: "sky130_fd_sc_hd__clkbuf_4"
  clock_path_buffers: 2
  cts_sinks: 6
detailed_routing:
  via_count: 228
  drt_first_iter_violations: 4
  wl_per_cell_um: 9.25
  per_cell_via_count_in_the_routed_design: 2.59
  postRouteWirelength_um: 814
  drtAntennaViolNets: 0
  detail_route.first_pass.iterations: 2
  route.antenna.diode_count: 0
  number_of_remaining_drc_errors: 0
layout:
  areaGrowthSynthToFinish_pct: 85.0
  largest_registers_in_the_final_layout: "state x6"
  max_reg_flops: 6
  post_route_cells_drive_above_1_share_pct: 16.7
  top_register: "state"
worst_setup_path:
  crit_arrival_ps: 1230
  critical_path.endpoint_type: "output pin"
  timing.critical_path.fanout_max: 3
  timing.critical_path.depth: 1
  crit_path_cell_trace: "clkdlybuf4s50_1"
  worst_setup_path_start_kind: "flop"
  crit_buf_inv: 1
  slowest_delay_ps: 530
  timing.reg2reg.setup_slack_ps: 890
  critical_path_start_end_classification: "reg2out"
  worst-r2r-cell-count: 3
  critPathTopFamily: "flip-flops"
  cp_data_required_time_ps: 1440
  crit_path_top_delay_cell: "sky130_fd_sc_hd__dfstp_2"
die:
  floorplan.die.height_um: 80
  floorplan.core_area_um2: 3420
  fp-row-count: 21
  die_x_um: 80
  die_area_um2: 6400
  core_util_floorplan_pct: 7.80
  top_level_ports: 16
placed_design:
  pre_cts_slack_ps: 335
  globalplace.congestion: 0.806
  port-buffer-count: 14
timing:
  rsz0062_at_grt: "no"
  shortest_period_the_worst_path_allows_ps: 1590
  clock-skew-final_ps: 8.49
  timing.final.ws_setup_ps: 210
  final_max_slew_viol_count: 0
  max_freq_mhz: 629
  setup_tns_final_ps: 0
  timing.final.hold_violations: 0
  finalSetupViolCount: 0
  finalClockPeriodUsage_pct: 88.3
grt:
  track_usage_pct: 2.72
  grt_overflow: 0
  grt_pass1_vias: 265
  grt_pass1_wl_mm: 1.29
  antenna_found_initial: 0
  grt_start_max_net_pins: 7
outcome:
  run_status: "finished clean"
min_path:
  hp-class: "in2async"
job:
  drv_cap: 0
  number_of_warnings_in_the_stage_logs: 25
path summary, 6_finish.rpt:
| path | start | endpoint |
|---|---|---|
| max reg2reg | state[2] | state[0] |
| min reg2reg | state[1] | state[4] |
| min | rst | state[4] |
| max | state[0] | idle_op |
| min in group clk0 | state[1] | state[4] |
| max in group asynchronous | rst | state[0] |
power by group through the flow:
stage / combinational [mW] / clock (mW) / sequential, mW
CTS: 0.0660 / 0.136 / 0.161
finish: 0.0647 / 0.132 / 0.160
global route: 0.0730 / 0.151 / 0.163
metrics by stage:
| stage | cells | util (%) | instance area, µm² | hold slack [ps] |
|---|---|---|---|---|
| 2_1_floorplan | 24 | - | 267 | 150 |
| 3_3_place_gp | 83 | 13.4 | 457 | 371 |
| 3_5_place_dp | 83 | 13.4 | 457 | 392 |
| 4_1_cts | 87 | 14.1 | 483 | 329 |
| 5_1_grt | 88 | 14.4 | 493 | 323 |
| 6_report | 88 | 14.4 | 493 | 327 |
cell usage in the layout (no fill, tap or decap):
cell	netlist	layout
sky130_fd_sc_hd__nand3_1	1	1
sky130_fd_sc_hd__a21o_1	1	1
sky130_fd_sc_hd__clkbuf_1	0	1
sky130_fd_sc_hd__or2_2	1	1
sky130_fd_sc_hd__nor2_1	1	1
sky130_fd_sc_hd__nor4b_4	1	1
sky130_fd_sc_hd__dfstp_2	1	1
sky130_fd_sc_hd__a22o_1	1	1
sky130_fd_sc_hd__nand2_1	1	1
sky130_fd_sc_hd__dfrtp_1	5	5
sky130_fd_sc_hd__clkdlybuf4s50_1	0	13
sky130_fd_sc_hd__nand2b_1	2	2
sky130_fd_sc_hd__clkbuf_4	0	3
sky130_fd_sc_hd__o32ai_1	1	1
sky130_fd_sc_hd__buf_4	1	1
sky130_fd_sc_hd__dlymetal6s2s_1	0	1
sky130_fd_sc_hd__inv_1	5	5
sky130_fd_sc_hd__conb_1	1	1
sky130_fd_sc_hd__a21oi_1	1	1
kinds of logic (layout without fill, tap and decap cells):
logic type             Yosys count  after routing  share of synthesized area [%]
AOI/OAI and AO/OA                4              4                           11.3
buffers and inverters            6             24                           9.86
other                            1              1                           1.41
and+or+nand+nor                  7              7                           20.7
DFF                              6              6                           56.8
cell type report:
| type | count | area (µm²) |
|---|---|---|
| clock buffer | 4 | 26.3 |
| timing repair buffer | 15 | 150 |
| multi-input combinational | 12 | 88.8 |
| inverter | 5 | 18.8 |
| sequential | 6 | 151 |
| tap | 46 | 57.6 |
| fill | 392 | 2920 |
layer usage:
| layer | track usage (%) | share of wire, % | vias to the layer above |
|---|---|---|---|
| met1 | 4.24 | 56 | 100 |
| met4 | 0.176 | 0 | 0 |
| li1 | - | - | 110 |
| met5 | 0 | 0 | - |
| met2 | 2.09 | 20 | 18 |
| met3 | 3.07 | 24 | 0 |
timing repair:
action	4_1_cts	5_1_grt
setup endpoints to repair	0	1
setup buffers	0	1
gates resized	0	1
hold buffers	0	0
Power and IR drop assume default switching activity.
